**./run.sh**
```bash
#!/bin/bash
# OpenROAD 26Q1-2900-gdf79404cd8, Yosys 0.63+post, stock flow scripts
make -C /OpenROAD-flow-scripts/flow DESIGN_CONFIG=/design/flow/config.mk WORK_HOME=/design/flow/orfs finish
```
**./config.mk**
```make
export PLATFORM = sky130hd
export DESIGN_NAME = four_bit_full_adder
export DESIGN_NICKNAME = four_bit_full_adder
export VERILOG_FILES = /design/flow/design.v
export SDC_FILE = /design/flow/constraint.sdc
export NUM_CORES = 4
export LEC_CHECK = 1
export CORE_AREA = 10 10 70 70
export DIE_AREA = 0 0 80 80
```
**./constraint.sdc**
```tcl
current_design four_bit_full_adder

set clk_period 5.0
set clk_io_pct 0.2

create_clock -name clk0 -period $clk_period

set non_clock_inputs [all_inputs -no_clocks]
set_input_delay [expr $clk_period * $clk_io_pct] -clock clk0 $non_clock_inputs
set_output_delay [expr $clk_period * $clk_io_pct] -clock clk0 [all_outputs]
```
**./design.v**
```verilog
module four_bit_full_adder(
	input [3:0] a,
	input [3:0] b,
	input c_in,
	output [3:0] sum,
	output c_out
);
	assign {c_out,sum} = a+b+c_in;
endmodule
```
==> job_summary.md <==
### Flow metrics

| Metric | Value |
|---|---|
| Max-Cap Viols | 0 |
| Routed wire length per instance | 6.67 um |
| Layout area overhead | 137% |
| Seq_cells | 0 |
| Pin count of the biggest net entering global routing | 4 |
| CP arrival | 2.88 ns |
| Crit Path Class | input port to output pin |
| Syn Std Cell Area | 144 sq um |
| Fp util | 0.0421 |
| Crit-path cells | clkdlybuf4s50_1 > fa_1 > inv_1 > fa_1 > inv_1 > clkdlybuf4s50_1 |
| Slew headroom | 0.902 |
| Worst setup margin | 1.12 ns |
| Crit-path max FO | 2 |
| Startpoint Class | input port |
| Tool warning count | 35 |
| Cell Type Count | 9 |
| Die ar. | 6400 sq um |
| Final Hold Fails | 0 |
| Starting DRT DRC Count | 0 |
| Antenna cells | 0 |
| Register area share after synthesis | 0 |
| I/O Buffers | 14 |
| Top cells by area | fa_1 (28%), ha_1 (26%), xnor2_1 (12%), inv_1 (10%), a21oi_2 (6.1%) |
| Avg Inst Size Synth | 8.99 sq um |
| Min-delay worst type | input port to output pin |
| Vias in the first global route | 156 |
| Power density over the cells | 99.9 nW/um^2 |
| Die Span Y | 80 um |
| Yosys stat area | 144 sq um |
| Leak pwr | 0.000135 uW |
| Post-Synthesis Cells | 16 |
| Routability cong. | 0.770 |
| Hold_sp | b[3] |
| Hold-fix buffers, CTS | 0 |
| Clock buffer cells | 0 |
| Core area | 3420 sq um |
| Yosys warning count | 0 |
| Die X | 80 um |
| Yosys top cell area share | 0.278 |
| Via/cell ratio | 2.00 |
| DR vias | 152 |
| Tcrit/Tclk final | 0.775 |
| Post-CTS setup buffer count | 0 |
| Final-report max-slew violation count | 0 |
| Routed Antenna Nets | 0 |
| Register area | 0 sq um |
| Post-route minimum period | 3.88 ns |
| Resized cells post-CTS | 0 |
| Cell Count Post-Placement | 76 |
| Initial antenna violation count | 0 |
| Worst VDD drop | 0.0000103 V |
| Layout cell share with drive strength beyond 1 | 0.0333 |
| Yosys stat cell total | 16 |
| Critical Path RT | 4.00 ns |
| RSZ-0062 raised after global routing | no |
| Total Neg Setup Slack | 0 ns |
| Most instantiated library cell after synthesis | inv_1 |
| Hold depth | 4 |
| Synth area leader | fa_1 |
| Drt pass-1 iters | 1 |
| Leading cell types by count after synthesis | inv_1 (4), ha_1 (3), fa_1 (2), xnor2_1 (2) |
| IO Pins | 14 |
| # DRC | 0 |
| Total GRT Usage | 0.0157 |
| GRT overflow | 0 |
| Post-layout util | 0.100 |
| CP Capture Type | output pin |
| Setup-failing EPs final | 0 |
| Row count | 21 |
| HPWL after DPL | 484 um |
| CP max stage delay | 0.46 ns |
| First-pass GRT wire length | 793 um |
| Pre-CTS WS | 1.10 ns |
| Min-Delay Endpoint | sum[3] |
| Worst path slowest cell | clkdlybuf4s50_1 |
| Aggregate routed wire length | 507 um |
| Worst-margin pin slew | 0.145 ns |
| Final hold slack | 3.08 ns |
| Fmax | 258 MHz |
| Non-Filler Instances | 76 |
| Status | finished, final reports clean |
[report_power, final]
| group | internal, uW | switching [uW] |
|---|---|---|
| Sequential | 0 | 0 |
| Clock | 0 | 0 |
| Combinational | 24.4 | 9.74 |
[critical path: cells and delay by family]
kind | cells | cell delay (ns)
fa+ha+maj | 2 | 0.85
buf+inv | 4 | 1.03
[cell families (layout without fill, tap and decap cells)]
family	count (synthesis)	count (layout)	synth area share
xor gates and xnor gates	2	2	0.122
AOI/OAI and AO/OA	3	3	0.148
and+or+nand+nor	2	2	0.0870
adders and majority gates	5	5	0.539
buffers and inverters	4	18	0.104
[cells in the final DEF (no fill, tap or decap)]
| master | synthesis | layout |
|---|---|---|
| a21oi_2 | 1 | 1 |
| fa_1 | 2 | 2 |
| ha_1 | 3 | 3 |
| a21o_1 | 1 | 1 |
| nor2b_1 | 1 | 1 |
| inv_1 | 4 | 4 |
| nand2b_1 | 1 | 1 |
| clkdlybuf4s50_1 | 0 | 14 |
| xnor2_1 | 2 | 2 |
| o21ai_0 | 1 | 1 |
[metrics by stage]
stage          total power [uW]  area [sq um]
2_1_floorplan              10.7           144
3_3_place_gp               34.8           342
3_5_place_dp               34.9           342
4_1_cts                    35.1           342
5_1_grt                    38.8           342
6_report                   34.1           342
[per-layer routing]
layer / wire (um) / vias up / global-route usage
li1: - / 78 / -
met3: 162 / 0 / 0.0170
met4: 0 / 0 / 0
met1: 198 / 62 / 0.0205
met2: 146 / 12 / 0.0177
met5: 0 / - / 0
[layout make-up]
class,count,area (sq um)
fillers,399,3070
inverters,4,15.0
well taps,46,57.6
repair buffers,14,140
multi-input cells,12,129
[how the worst max path moves through the flow]
stage	endpoint	depth (start not counted)	startpoint	slack [ns]
after CTS	sum[1]	6	a[0]	1.10
after global routing	c_out	8	a[0]	0.99
final	sum[1]	6	a[0]	1.12
No activity file was given, so power comes from the tool's default toggle rates.
