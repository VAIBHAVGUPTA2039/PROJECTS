<file path="/design/flow/config.mk">
export PLATFORM = sky130hd
export DESIGN_NAME = Counter_usingVIO
export DESIGN_NICKNAME = Counter_usingVIO
export VERILOG_FILES = /design/flow/design.v
export SDC_FILE = /design/flow/constraint.sdc
export NUM_CORES = 4
export LEC_CHECK = 1
export CORE_AREA = 10 10 70 70
export DIE_AREA = 0 0 80 80
</file>
<file path="/design/flow/constraint.sdc">
current_design Counter_usingVIO

set clk_period 1.4
set clk_io_pct 0.2

create_clock -name clk0 -period $clk_period [get_ports {clk}]

set non_clock_inputs [all_inputs -no_clocks]
set_input_delay [expr $clk_period * $clk_io_pct] -clock clk0 $non_clock_inputs
set_output_delay [expr $clk_period * $clk_io_pct] -clock clk0 [all_outputs]
</file>
<file path="/design/flow/design.v">
module Counter_usingVIO(
	input clk,
	input rst,
	output reg [7:0] count
);
	always @(posedge clk) begin
		if(rst) begin
			count <= 0;
		end
		else
			count <= count + 1;
	end
endmodule
</file>
<file path="/design/flow/run.sh">
#!/bin/bash
# OpenROAD 26Q1-2900-gdf79404cd8, Yosys 0.63+post, stock flow scripts
make -C /OpenROAD-flow-scripts/flow DESIGN_CONFIG=/design/flow/config.mk WORK_HOME=/design/flow/orfs finish
</file>
==> results.toml <==
# generated from flow reports
[status]
status = "finished clean"

[routing]
drt_iter0_markers = 4
ant_nets = 0
wl_per_cell_um = 8.54
vias = 280
dr.pass1.iters = 4
antenna_cells = 0
viasPerCell = 2.98
wirelength_um = 803
drc = 0

[grt]
grt_pass1_wl_mm = 1.22
overflow = 0
grt_max_degree = 9
antenna_found_initial = 0
first_global_vias = 270
grt_usage_pct = 2.49

[cells_and_area]
nFillCells = 395
finalNonFillerCells = 94
seq_area_um2 = 180
largestRegisters = "count (8)"
largest_reg_flops = 8
layout_top_cell = "clkdlybuf4s50_1"
drive_gt1_share_pct = 33.3
largest_register = "count"
area_growth_pct = 71.2
fin_util_pct = 15.2
layout.area.comb_um2 = 136
most-common-layout-cells = "clkdlybuf4s50_1 (9), nor2_1 (4), dfxtp_4 (4), dfxtp_2 (4), buf_4 (4)"

[critical_path]
cp_num_buf_inv = 1
r2r.worst_path.cells = 4
r2r-end = "count[6]"
cp-start-kind = "flop"
crit_path_end_kind = "primary output"
path_class = "reg -> out"
slowest_stage = "clkdlybuf4s50_1"
crit_path_cell_trace = "clkdlybuf4s50_1"
crit_arrival_ns = 1.07
cp.required_ns = 1.12
cpPeakStageDelay_ns = 0.47
reg2reg_slack_ns = 0.16
timing.rr.start = "count[0]"
path_delay_family = "buffers and inverters"
worstPathMaxFanout = 4

[sta]
post-route-period-util_pct = 96.6
tightest_slew_ns = 0.296
hold_violations = 0
max_slew_margin_pct = 80.2
clock.fmax_mhz = 740
fin_worst_skew_ns = 0.00128
setup_viol = 0
fin_crit_ns = 1.35
worst_slack_ns = 0.0481
fin_hold_ws_ns = 0.438
drv_slew = 0
setup_tns_ns = 0

[job]
warning_count = 25
cap_violations = 0

[clock_tree]
cts_max_level = 1
cts_buffer_depth = 2
clk_latency_ns = 0.25
root_buffer = "clkbuf_4"
cts_tree = "yes"
clk_pin_slew_ns = 0.05
cts_num_sinks = 8
holdBufCountCts = 0
cts-buffers-inserted = 3

[place]
dp_slack_ns = 0.127
io_buffer_count = 9
place.detailed.hpwl_um = 578
dp.cells = 87
place.gp.congestion = 0.665

[synth]
yosys_warnings = 1
syn_avg_cell_area_um2 = 9.21
synthesis.area_um2 = 304
yosys-stat-cells = 33
ys.flops = 8
postSynthSeqShare_pct = 52.7
ys_types = 15
ys_area_um2 = 304
syn_inst = 33

[die]
die_h_um = 80
initial_core_util_pct = 8.90
rows = 21
coreArea_um2 = 3420
io_pins = 10
chip_area_um2 = 6400
die_w_um = 80

[min_path]
min-delay-start = "count[0]"
hold-path-endpoint = "count[0]"
hold_depth = 1
holdCritPathClass = "reg -> reg"

[pwr]
power_leakage_nw = 0.174
p_per_area_nw_per_um2 = 849
ir_drop_mv = 0.580
[what timing repair did]
item | CTS | global route
endpoints found under the hold margin | 0 | 0
setup buffers | 0 | 4
gates cloned | 0 | 0
gates resized | 6 | 6
endpoints found under the setup margin | 6 | 7
[worst register-to-register path, stage by stage (launching register included)]
cell and delay (ns):
dfxtp_4 0.36, ha_1 0.18, nand3_1 0.14, or3_1 0.36
a21oi_1 0.13
[metrics by stage]
| step | instance area (um2) | total power (W) |
|---|---|---|
| 2_1_floorplan | 304 | 0.000258 |
| 3_3_place_gp | 448 | 0.000277 |
| 3_5_place_dp | 448 | 0.000277 |
| 4_1_cts | 478 | 0.000450 |
| 5_1_grt | 520 | 0.000469 |
| 6_report | 520 | 0.000442 |
[final cells by class]
class / count / area share (%)
Clock buffer: 3 / 4.33
Inverter: 1 / 0.721
Multi-Input combinational cell: 23 / 26.2
Sequential cell: 8 / 34.6
Tap cell: 46 / 11.1
Timing Repair Buffer: 13 / 23.1
[layer usage]
| layer | track usage (%) | wire, um | vias to the layer above |
|---|---|---|---|
| met5 | 0 | 0 | - |
| met4 | 0.176 | 0 | 0 |
| met3 | 2.73 | 141 | 0 |
| met2 | 2.73 | 253 | 13 |
| met1 | 3.23 | 407 | 121 |
| li1 | - | - | 146 |
[kinds of logic (layout without fill, tap and decap cells)]
| logic type | Yosys count | in the layout | synth area share (%) |
|---|---|---|---|
| AND-OR/OR-AND | 6 | 6 | 9.87 |
| AND/OR/NAND/NOR | 13 | 13 | 22.2 |
| adder cells (fa/ha/maj) | 1 | 1 | 4.11 |
| buffers and inverters | 2 | 17 | 2.47 |
| XOR/XNOR | 3 | 3 | 8.64 |
| flip-flops | 8 | 8 | 52.7 |
[cell usage after synthesis (all sizes together)]
cell / count / area [um2]
nand2: 1 / 3.75
and3: 1 / 7.51
inv: 1 / 3.75
a21oi: 3 / 15.0
nand4: 1 / 6.26
nor2b: 1 / 6.26
or3: 3 / 18.8
xor2: 1 / 8.76
ha: 1 / 12.5
nor2: 4 / 15.0
nand3: 2 / 10.0
xnor2: 2 / 17.5
clkbuf: 1 / 3.75
o21ai: 3 / 15.0
dfxtp: 8 / 160
[worst max-delay path by stage]
| stage | startpoint | end | slack (ns) | depth (start not counted) |
|---|---|---|---|---|
| final | count[6] | count[6] | 0.05 | 1 |
| after global routing | count[1] | count[1] | -0.001 | 1 |
| after CTS | count[4] | count[4] | 0.008 | 1 |
[report_power, final]
part           internal (W)   total, W  leakage [nW]  switching, W
logic             0.0000232  0.0000334        0.0907     0.0000102
clock network     0.0000976   0.000169        0.0138     0.0000715
registers          0.000232   0.000239        0.0698    0.00000759
No activity file was given, so power comes from the tool's default toggle rates.
