$ cat /design/flow/design.v
module AsynchronousFIFO #(
    parameter DATA_WIDTH = 8,
    parameter FIFO_Depth = 16,
    parameter ptr_width = $clog2(FIFO_Depth)
    )(
    input [DATA_WIDTH - 1: 0] d_in,
    input rd_clk,wr_clk,
    input rd_en,wr_en,
    input w_rst,r_rst,
    output [DATA_WIDTH - 1 : 0] d_out,
    output full,empty
    ,output [23:0] mem_test
    ,output [ptr_width : 0] b_rd_ptr_test
    ,output [ptr_width : 0] g_rd_ptr_test
    ,output [ptr_width : 0] b_rd_ptr_next_test
    ,output [ptr_width : 0] g_rd_ptr_next_test
    ,output [ptr_width : 0] b_wr_ptr_test
    ,output [ptr_width : 0] g_wr_ptr_test
    ,output [ptr_width : 0] b_wr_ptr_next_test
    ,output [ptr_width : 0] g_wr_ptr_next_test
    ,output wfull_test
    ,output wempty_test
    ,output wire [ptr_width : 0] g_rd_ptr_sync_test
    ,output wire [ptr_width : 0] g_wr_ptr_sync_test
    );
    wire [ptr_width : 0] g_rd_ptr_sync;
    wire [ptr_width : 0] g_wr_ptr_sync;
    assign g_rd_ptr_sync_test = g_rd_ptr_sync;
    assign g_wr_ptr_sync_test = g_wr_ptr_sync;
    wire [ptr_width : 0] g_wr_ptr;
    wire [ptr_width : 0] b_wr_ptr;
    wire [ptr_width : 0] g_rd_ptr;
    wire [ptr_width : 0] b_rd_ptr;
    TwoFFSynchronizer #(
        .DATA_WIDTH(ptr_width)
        ) sync1(
        .clk(rd_clk),
        .rst(r_rst),
        .d_in(g_wr_ptr),
        .d_out(g_wr_ptr_sync)
        );
    TwoFFSynchronizer #(
        .DATA_WIDTH(ptr_width)
        ) sync2(
        .clk(wr_clk),
        .rst(w_rst),
        .d_in(g_rd_ptr),
        .d_out(g_rd_ptr_sync)
        );
    WritePtrHandler #(
        .ptr_width(ptr_width)
        ) WPH (
        .wr_clk(wr_clk),
        .rst(w_rst),
        .wr_en(wr_en),
        .g_rd_ptr_sync(g_rd_ptr_sync),
        .g_wr_ptr(g_wr_ptr),
        .b_wr_ptr(b_wr_ptr),
        .full(full)
        ,
        .b_wr_ptr_test(b_wr_ptr_test),
        .g_wr_ptr_test(g_wr_ptr_test),
        .b_wr_ptr_next_test(b_wr_ptr_next_test),
        .g_wr_ptr_next_test(g_wr_ptr_next_test),
        .wfull_test(wfull_test)
        );
     ReadPtrHandler #(
        .ptr_width(ptr_width)
        ) RPH (
        .rd_clk(rd_clk),
        .rst(r_rst),
        .rd_en(rd_en),
        .g_wr_ptr_sync(g_wr_ptr_sync),
        .g_rd_ptr(g_rd_ptr),
        .b_rd_ptr(b_rd_ptr),
        .empty(empty)
        ,
        .b_rd_ptr_test(b_rd_ptr_test),
        .g_rd_ptr_test(g_rd_ptr_test),
        .b_rd_ptr_next_test(b_rd_ptr_next_test),
        .g_rd_ptr_next_test(g_rd_ptr_next_test),
        .wempty_test(wempty_test)
        );
    FIFOmem #(
        .DEPTH(FIFO_Depth),
        .DATA_WIDTH(DATA_WIDTH),
        .ptr_width(ptr_width)
        ) FIFO (
            .rd_clk(rd_clk),
            .wr_clk(wr_clk),
            .d_in(d_in),
            .full(full),
            .empty(empty),
            .wr_en(wr_en),
            .rd_en(rd_en),
            .rd_ptr(b_rd_ptr[ptr_width-1:0]),
            .wr_ptr(b_wr_ptr[ptr_width-1:0]),
            .d_out(d_out)
            ,.mem_test(mem_test)
        );
endmodule
module FIFOmem #(
    parameter DEPTH = 16,
    parameter DATA_WIDTH = 8,
    parameter ptr_width = 4
    )(
    input rd_clk,
    input wr_clk,
    input [DATA_WIDTH-1:0] d_in,
    input full,
    input empty,
    input wr_en,
    input rd_en,
    input [ptr_width-1 : 0] rd_ptr,
    input [ptr_width-1 : 0] wr_ptr,
    output reg [DATA_WIDTH-1:0] d_out
    ,output [23:0] mem_test
    );
    reg [DATA_WIDTH - 1:0] mem [DEPTH - 1 : 0];
    assign mem_test = {mem[0],mem[1],mem[2]};
    always @(posedge wr_clk) begin
        if(wr_en && !full) begin
            mem[wr_ptr] <= d_in;
        end
    end
    always @(posedge rd_clk) begin
        if(rd_en && !empty) begin
            d_out <= mem[rd_ptr];
        end
    end
endmodule
module ReadPtrHandler #(
    parameter ptr_width = 4
    )(
    input rd_clk,
    input rst,
    input rd_en,
    input [ptr_width :0] g_wr_ptr_sync,
    output reg [ptr_width :0] g_rd_ptr,
    output reg [ptr_width :0] b_rd_ptr,
    output reg empty
    ,output [ptr_width : 0] b_rd_ptr_test
    ,output [ptr_width : 0] g_rd_ptr_test
    ,output [ptr_width : 0] b_rd_ptr_next_test
    ,output [ptr_width : 0] g_rd_ptr_next_test
    ,output wempty_test
    );
    wire [ptr_width : 0] b_rd_ptr_next;
    wire [ptr_width : 0] g_rd_ptr_next;
    wire wempty;
    assign wempty_test = wempty;
    assign b_rd_ptr_test = b_rd_ptr;
    assign g_rd_ptr_test = g_rd_ptr;
    assign b_rd_ptr_next_test = b_rd_ptr_next;
    assign g_rd_ptr_next_test = g_rd_ptr_next;
    initial begin
        b_rd_ptr <= 0;
        g_rd_ptr <= 0;
        empty <= 0;
    end
    assign b_rd_ptr_next = b_rd_ptr + (rd_en && !empty); 
    assign g_rd_ptr_next = (b_rd_ptr_next >> 1) ^ b_rd_ptr_next;
    always @(posedge rd_clk or posedge rst) begin
        if(rst) begin
            b_rd_ptr <= 0;
            g_rd_ptr <= 0;
            empty <= 0;
        end
        else begin
            b_rd_ptr <= b_rd_ptr_next;
            g_rd_ptr <= g_rd_ptr_next;
        end
    end
    always @(posedge rd_clk or posedge rst) begin
        if(rst) begin
            empty <= 0;
        end
        else begin
            empty <= wempty;
        end
    end
    assign wempty = (g_rd_ptr_next == g_wr_ptr_sync);
endmodule
module TwoFFSynchronizer #
    (parameter DATA_WIDTH = 4
    )(
    input clk,
    input rst,
    input [DATA_WIDTH:0] d_in,
    output reg [DATA_WIDTH:0] d_out
    );
    reg [DATA_WIDTH:0] temp;
    initial begin
        temp = 0;
        d_out = 0;
    end
    always @(posedge clk) begin
        if(rst) begin
            temp <= 0;
            d_out <= 0;
        end
        else begin
            temp <= d_in;
            d_out <= temp;
        end
    end
endmodule 
module WritePtrHandler #(
    parameter ptr_width = 4
    )(
    input wr_clk,
    input rst,
    input wr_en,
    input [ptr_width :0] g_rd_ptr_sync,
    output reg [ptr_width :0] g_wr_ptr,
    output reg [ptr_width :0] b_wr_ptr,
    output reg full
    ,output [ptr_width : 0] b_wr_ptr_test
    ,output [ptr_width : 0] g_wr_ptr_test
    ,output [ptr_width : 0] b_wr_ptr_next_test
    ,output [ptr_width : 0] g_wr_ptr_next_test
    ,output wfull_test
    );
    wire [ptr_width : 0] b_wr_ptr_next;
    wire [ptr_width : 0] g_wr_ptr_next;
    wire wfull;
    assign wfull_test = wfull;
    assign b_wr_ptr_test = b_wr_ptr;
    assign g_wr_ptr_test = g_wr_ptr;
    assign b_wr_ptr_next_test = b_wr_ptr_next;
    assign g_wr_ptr_next_test = g_wr_ptr_next;
    initial begin
        b_wr_ptr <= 0;
        g_wr_ptr <= 0;
        full = 0;
    end
    assign b_wr_ptr_next = b_wr_ptr + (wr_en && !full); 
    assign g_wr_ptr_next = (b_wr_ptr_next >> 1) ^ b_wr_ptr_next;
    always @(posedge wr_clk or posedge rst) begin
        if(rst) begin
            b_wr_ptr <= 0;
            g_wr_ptr <= 0;
            full <= 0;
        end
        else begin
            b_wr_ptr <= b_wr_ptr_next;
            g_wr_ptr <= g_wr_ptr_next;
        end
    end
    always @(posedge wr_clk or posedge rst) begin
        if(rst) begin
            full <= 0;
        end
        else begin
            full <= wfull;
        end
    end
    assign wfull = (g_wr_ptr_next == {~g_rd_ptr_sync[ptr_width : ptr_width - 1],g_rd_ptr_sync[ptr_width-2:0]});
endmodule
$ cat /design/flow/run.sh
#!/bin/bash
# OpenROAD 26Q1-2900-gdf79404cd8, Yosys 0.63+post, stock flow scripts
make -C /OpenROAD-flow-scripts/flow DESIGN_CONFIG=/design/flow/config.mk WORK_HOME=/design/flow/orfs finish
$ cat /design/flow/config.mk
export PLATFORM = sky130hd
export DESIGN_NAME = AsynchronousFIFO
export DESIGN_NICKNAME = AsynchronousFIFO
export VERILOG_FILES = /design/flow/design.v
export SDC_FILE = /design/flow/constraint.sdc
export NUM_CORES = 4
export LEC_CHECK = 1
export CORE_UTILIZATION = 40
$ cat /design/flow/constraint.sdc
current_design AsynchronousFIFO

set clk_period 3.5
set clk_io_pct 0.2

create_clock -name clk0 -period $clk_period [get_ports {rd_clk}]
create_clock -name clk1 -period $clk_period [get_ports {wr_clk}]

set non_clock_inputs [all_inputs -no_clocks]
set_input_delay [expr $clk_period * $clk_io_pct] -clock clk0 $non_clock_inputs
set_output_delay [expr $clk_period * $clk_io_pct] -clock clk0 [all_outputs]
==> notes.md <==
run metrics: status finished clean, combinational fraction of design power 35.6%, proportion of layout cells with a drive suffix above 1 23.8%, CTS tree yes, Syn Area/Cell 18.8 µm², DP Wirelength 9240 µm, Worst EP arrival 2.70 ns, CP endpoint kind output port, Clock transition at path regs 0.07 ns, post-synthesis cell type count 35, largest stage delay on the critical path 0.45 ns, Vias 3582, die area 17200 µm², cell internal pwr 5770 µW, Hold Startpoint RPH.g_rd_ptr[3], Top cell excl fill/tap edfxtp_1, Slowest cell on crit path clkdlybuf4s50_1, cell depth of the worst hold path 1, setup slack, reg-to-reg 1.18 ns, residual DRC count 0, hold endpoint sync2.temp[3], CTS Sinks 174, CTS Hold Bufs 0, Mapped Cells 354, Post-synth EDFFs 136, routability cong. 0.811, Crit Path Class input pin to output port, Floorplan Utilization 41.5%, pin count of the biggest net entering global routing 34, initial antenna violation count 0, antenna cells 0, Starting DRT DRC Count 186, crit path cell chain clkdlybuf4s50_1, ha_1, ha_2, buf_4, xnor2_1, xnor2_1, buf_4, clkdlybuf4s50_1, PwrDens 891 nW/µm², crit path DRT 2.80 ns, fin. max-slew vios 0, yosys warns 8, Setup WS post-layout 0.0993 ns, Tot GR Track Use 19.2%, NetSw 2140 µW, Top Ports 100, endpoints failing hold 0, core area 16100 µm², crit start category input pin, Worst Max-Slew Pin Slew 0.876 ns, clock skew 0.00894 ns, Clock power frac 27.9%, vias per cell 5.00, post-placement cell count 681, first-pass GRT wire length 21800 µm, per-cell routed wire length 19.5 µm, Final Setup Violations 0, Log Warnings 27, vias in the first global route 4021, Synth Seq Share 74.1%, # Cells Yosys 354, ys async rst share 10.3%, Hold Crit Class flop to flop, ys flops 174, Flop pwr share 36.5%, post-route ant nets 0, leakage power 0.00313 µW, Reg-to-Reg Start RPH.b_rd_ptr[0], Yosys chip area 6660 µm², Area Overhead vs Synth 33.2%, Die Span Y 131 µm, FP Rows 46, Setup TNS 0 ns, GRT Residual Overflow 0, drt pass-1 iters 4, Primary FF master, synth edfxtp_1, Post-Route WL 14000 µm, Critical R2R Capture FIFO.d_out[7], Top Layout Cells edfxtp_1 (136), clkdlybuf4s50_1 (92), buf_4 (37), mux4_2 (32), max-cap viol count 0, r2r worst-path depth 4, worst hold slack 0.381 ns, Die Span X 131 µm, maximum vdd drop 0.000411 V, peak fanout along the critical path 3, Slew headroom 41.4%, post-route insts no fill 717, post-synthesis cell area 6660 µm², Sw Share 27.0%, DP Worst Slack -0.442 ns, RSZ-0062 raised after global routing no, PortBufs 96
==> worst max-delay path: cells and delay by family <==
kind                       cells  cell delay [ns]
adders and majority gates      2             0.43
xor gates and xnor gates       2             0.38
buffers and inverters          4             1.19
==> cell families after synthesis <==
logic type | share of synthesized area, %
and+or+nand+nor | 5.35
buffers and inverters | 2.14
AOI/OAI and AO/OA | 2.56
muxes | 10.8
DFF | 74.1
adders and majority gates | 0.939
xor gates and xnor gates | 4.04
other | 0.0563
==> worst max path at each step <==
| stage | start | endpoint |
|---|---|---|
| global route | wr_en | g_wr_ptr_next_test[2] |
| CTS | rd_en | wempty_test |
| finish | wr_en | g_wr_ptr_next_test[2] |
==> synth_stat cells, types with 4 or more instances <==
cell type,count,area (µm²)
xor2_1,12,105
dfrtp_1,18,450
dfxtp_1,20,400
clkbuf_1,9,33.8
buf_4,6,45.0
nand2_1,11,41.3
xnor2_1,9,78.8
mux4_2,32,721
a22oi_1,16,120
nor2_1,14,52.6
nand3_1,7,35.0
inv_1,5,18.8
nor2b_1,20,125
buf_2,6,30.0
nor3_1,4,20.0
edfxtp_1,136,4080
ha_1,5,62.6
==> per-stage QoR <==
step	power, µW	utilization, %	cell area (µm²)
after floorplan	4140	-	6660
after global placement	5670	50.1	8050
after detailed placement	5660	50.1	8050
after CTS	7910	54.8	8800
after global routing	8360	55.2	8870
final	7900	55.2	8870
==> what timing repair did <==
action,CTS,global route
gates resized,7,14
endpoints found under the hold margin,0,0
setup buffers,0,0
endpoints found under the setup margin,3,5
pin swaps,1,5
==> power by group through the flow <==
stage / registers (µW) / logic (µW) / clock network, µW
5_1_grt: 2930 / 3110 / 2320
6_report: 2890 / 2810 / 2200
4_1_cts: 2880 / 2790 / 2240
==> layout make-up <==
cell class                 instances  area [µm²]
inverter                           5        18.8
timing repair buffer             133        1240
tap                              216         270
fill                            1205        7190
sequential                       174        4940
clock inverter                    13         210
clock buffer                      23         512
multi-input combinational        153        1690
==> routing by layer <==
layer	wire length [µm]	global-route usage [%]	up-vias	part of all wire (%)
li1	-	-	1619	-
met3	1830	13.1	19	13
met5	0	0	-	0
met4	260	2.97	0	1.9
met1	5580	27.2	1744	40
met2	6280	26.7	200	45
==> flip-flops by register name, indices dropped and copies added, names as in the netlist <==
register      count
FIFO.mem        128
FIFO.d_out        8
RPH.g_rd_ptr      5
WPH.g_wr_ptr      5
sync1.d_out       5
sync1.temp        5
sync2.d_out       5
sync2.temp        5
RPH.b_rd_ptr      4
WPH.b_wr_ptr      4
Power and IR drop assume default switching activity.
